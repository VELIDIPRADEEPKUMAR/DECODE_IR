==> design/flow/design.v <==
module BIN_BCD(output reg [15:0] BCD,
                input wire [12:0] IN,
			    input clk);
				wire count,shift,add1,add2,add3,add4,reset,load_data;
				wire [15:0] bcd;
			   wire [3:0] cont;
				controller C (count,shift,add1,add2,add3,add4,reset,load_data,clk,bcd,cont);
				datapath   D (count,shift,add1,add2,add3,add4,reset,load_data,clk,IN,bcd,cont);
				always@(posedge clk) 
				begin
				if(load_data) BCD <= bcd;
				else BCD <= BCD;
				end
endmodule 
module controller(output reg count,shift,add1,add2,add3,add4,reset,load_data,
                  input clk, 
				  input wire [15:0] BCD,
				  input wire [3:0] counter);
			reg [1:0] pres_state,next_state;
			always@(posedge clk)pres_state <= next_state;
			always@(*)
			begin
			load_data = 1'b0;
			count = 1'b0; reset = 1'b0;
			add1 = 1'b0; add2 = 1'b0; add3 = 1'b0;  add4 = 1'b0; 
			shift = 1'b0;
			case(pres_state)
		   2'b00   :   begin                                    
			            load_data = 1'b1;
						   reset = 1'b1;
						   next_state = 2'b01;
					      end
		   2'b01   :   begin  
		               if(counter == 4'b1101) next_state = 2'b00;
		                 else   begin 
							                       next_state = 2'b11;
			            if(BCD[3:0]   >= 4'b0101) add1 = 1'b1;
							  else  add1  = 1'b0;
							if(BCD[7:4]   >= 4'b0101) add2 = 1'b1;
							  else  add2  = 1'b0;
							if(BCD[11:8]  >= 4'b0101) add3 = 1'b1;
							  else  add3  = 1'b0;
							if(BCD[15:12] >= 4'b0101) add4 = 1'b1;
							  else  add4  = 1'b0;
							end
							end
         2'b11   :   begin                                 
                     shift <= 1'b1;
                     count <= 1'b1;
                     next_state = 2'b01;
					      end	
		 default :   next_state = 2'b00; 
			endcase
			end
endmodule
module datapath(input  wire count,shift,add1,add2,add3,add4,reset,load_data,clk,
                input  wire [12:0] IN ,
			    output wire [15:0] OUT,
			    output wire [3:0] cont );
					 reg [3:0]  counter;
					 reg [15:0] BCD;
					 reg [12:0] BIN;
					 wire[3:0] ADD1,ADD2,ADD3,ADD4;
					 ADD A[3:0] ({ADD4,ADD3,ADD2,ADD1},BCD,16'b0011_0011_0011_0011,4'b0000);
			assign cont = counter;
			assign OUT = BCD;
			always@(posedge clk)
			begin
			case({count,reset})
			2'b00     :       counter <= counter;
			2'b01     :       counter <= 4'b0000;
			2'b10     :       counter <= counter + 1'b1;
			2'b11     :       counter <= 4'b0000;
			endcase
			end
			always@(posedge clk)
			begin
			if(load_data) 
			      begin 
					BIN <= IN;
					BCD <= 16'b0000_0000_0000_0000;
				  end
			else if(shift)begin {BCD,BIN} <= {BCD,BIN} << 1; end
			else if(add1||add2||add3||add4)
		        begin 
			                BIN <= BIN;
				  if(add1)  BCD[3:0]   <= ADD1          ;
				  else      BCD[3:0]   <= BCD[3:0]      ;
			      if(add2)  BCD[7:4]   <= ADD2          ;
				  else      BCD[7:4]   <= BCD[7:4]      ;
				  if(add3)  BCD[11:8]  <= ADD3          ;
				  else      BCD[11:8]  <= BCD[11:8]     ;
				  if(add4)  BCD[15:12] <= ADD4          ;
				  else      BCD[15:12] <= BCD[15:12]    ;
				  end
			 else 
				  begin 
					BIN <= BIN;
					BCD <= BCD;
					end
			end
endmodule 
 module ADD(output [3:0] OUT,
            input  [3:0] A,B,
	         input  C0	);
				wire C1,C2,C3;
				assign C1     = ((A[0]^B[0])&C0) | (A[0]&B[0]);
			   assign C2     = ((A[1]^B[1])&C1) | (A[1]&B[1]);
				assign C3     = ((A[2]^B[2])&C2) | (A[2]&B[2]);
				assign OUT[0] = A[0]^B[0]^C0;
				assign OUT[1] = A[1]^B[1]^C1;
				assign OUT[2] = A[2]^B[2]^C2;
				assign OUT[3] = A[3]^B[3]^C3;
endmodule 
==> design/flow/run.sh <==
#!/bin/bash
# OpenROAD 26Q1-2900-gdf79404cd8, Yosys 0.63+post, stock flow scripts
make -C /OpenROAD-flow-scripts/flow DESIGN_CONFIG=/design/flow/config.mk WORK_HOME=/design/flow/orfs finish
==> design/flow/config.mk <==
export PLATFORM = sky130hd
export DESIGN_NAME = BIN_BCD
export DESIGN_NICKNAME = BIN_BCD
export VERILOG_FILES = /design/flow/design.v
export SDC_FILE = /design/flow/constraint.sdc
export NUM_CORES = 4
export LEC_CHECK = 1
export CORE_UTILIZATION = 30
==> design/flow/constraint.sdc <==
current_design BIN_BCD

set clk_period 2.8
set clk_io_pct 0.2

create_clock -name clk0 -period $clk_period [get_ports {clk}]

set non_clock_inputs [all_inputs -no_clocks]
set_input_delay [expr $clk_period * $clk_io_pct] -clock clk0 $non_clock_inputs
set_output_delay [expr $clk_period * $clk_io_pct] -clock clk0 [all_outputs]
==> summary.txt <==
Entry: Yosys synthesis followed by OpenROAD place and route.

Synth:
- The run gives the post-synthesis sequential area ratio as 55.9%.
- The run gives the number of storage elements in the synthesis netlist as 51.
- The run puts the synthesis area per yosys at 2420 µm².
- The run puts the post-synthesis instance area at 2420 µm².
- Counting every instance in the synthesized netlist gives 199.
- The commonest register cell is edfxtp_1.
- The run puts the post-synth tally of flip-flops with integrated enable at 33.
- The run gives the count of synthesis-stage warnings from yosys as 3.
- Each instance of the synthesized netlist takes up on average between 10 and 15 µm².
- The run puts the number of distinct library cells after synthesis at between 40 and 50.
- The run gives the yosys stat cell total as 199.
- The run gives the share of flip-flops with an asynchronous set or reset as 0%.

Route:
- In the routed design, unresolved DRC markers number 0.
- The run puts the total via count after detailed routing at 1,541.
- After detailed routing, the total wire length is 3.80 mm.
- The first detailed-routing pass ran for 4 iterations.
- In this run the remaining antenna-violating nets after routing total 0.
- The run gives the number of antenna repair diodes as 0.
- The run gives the via count normalized by instance count as 4.63.
- The run puts the wire length per cell at 11.4 µm.
- Per the log, the first TritonRoute iteration ended with a DRC count of slightly below 100.

Setup path:
- The run gives the startpoint type of the worst setup path as a register.
- The capture point of the worst register-to-register path is recorded as D.BCD[2]$_SDFFE_PP0P_.
- The run puts the critical path data arrival time at 2060 ps.
- The setup check on the worst reg-to-reg path leaves a slack of about 940 ps.
- The worst setup path is captured at a register.
- The run gives the largest fanout on the critical path as 39.
- The run gives the beginning of the worst register-to-register path as C.pres_state[0]$_DFF_P_.
- The run gives the data required time at the worst endpoint as ~3000 ps.
- The run gives the logic depth of the worst register-to-register path as 5.
- The critical path is of the reg2reg type.

GRT:
- Entering global routing, the biggest net connects around 40 pins.
- The run gives the wire length of the first global-routing pass as 6.51 mm.
- The run puts the number of antenna violations at the first check in global routing at 0.
- Across every metal layer, demand over resource in global routing totals around a tenth.
- The run puts the residual overflow from global routing at 0.
- The number of global-route vias before repair came to 1,473.

Power and ir drop:
- The run puts the cell leakage power at 1.03 nW.
- The run puts the power density over the cells at about 450 nW/µm².
- The run puts the total power at between 1 and 1.5 mW.
- Across the VDD grid, the largest voltage drop is between 200 and 250 µV.

Timing:
- The run puts the worst-margin pin slew at 834 ps.
- Between clock sinks in the finished design, the worst skew comes to approximately 7.6 ps.
- Setup repair after global routing left no endpoint under its margin.
- The run gives the worst slack on hold paths as 434 ps.
- The highest clock rate this design can be run at is 537 MHz.
- Per the slew report, the remaining headroom to the max-slew limit stands at between 40% and 50%.
- The run puts the final setup violation count at 0.
- In the final timing run, aggregate negative setup slack is 0 ps.
- Per the final timing report, the hold violations number 0.
- The run puts the final critical path time including I/O delays and setup at 1860 ps.
- Post-route period utilization is reported as 66.4%.
- Counting pins that exceed their max-slew limit in the final report gives 0.

CTS:
- The run puts the maximum buffer depth of the clock tree at 2.
- The run gives the clock sink count as 51.
- The run puts the total clock buffers created by CTS at 5.
- The run puts the number of post-CTS setup repair buffers at 0.
- Per the CTS log, the root buffer master is clkbuf_8.
- The run gives the clock latency reported for the late side of the worst-skew pair as roughly 300 ps.
- The run puts the register clock-pin slew on the reported worst setup and hold paths at ~90 ps.
- The run gives the H-tree depth reported by CTS as 2.
- The run gives the post-cts resize count as 0.
- Hold repair after CTS inserted 0 buffers.
- TritonCTS built the clock tree.

Outcome:
- The run finished with clean final reports.

Job:
- Per the run summary, max-cap violations total 0.
- The run puts the number of warning messages in the logs at 33.

Place:
- The run gives the post-detailed-placement half-perimeter wirelength as 2.62 mm.
- The run gives the number of buffers inserted by port buffering as 29.
- The run gives the routability congestion estimate from global placement as 0.795.

Cells and area:
- In the final layout, the fill cell count is 764.
- In the final layout, the multi-input gates occupy 948 µm².
- The layout report lists the combined flip-flop and latch area as 1350 µm².
- The run gives the layout cell share with drive strength beyond 1 as 15.2%.
- By instance count after routing, the leading logic cell types are 33 x edfxtp_1, 29 x clkdlybuf4s50_1, 21 x nor2_1, 19 x inv_1, 18 x dfxtp_1.
- The run puts the area overhead of the layout relative to synthesis at 21.4%.
- The run puts the final core area utilization at between 30% and 40%.
- Leaving out fill and tap cells, the most frequent cell in the layout is edfxtp_1.

Die:
- For reference, the placement row count at floorplan is 32.
- The floorplan step set the die height to 91.8 µm.
- The run puts the floorplan die width at 91.8 µm.
- The run gives the initial core utilization as a little under a third.
- The run gives the number of I/O pins as 30.
- The run gives the die footprint as 8430 µm².
- The run gives the placeable core area as 7770 µm².

Worst hold path:
- The run puts the worst hold path stage count at 0.
- The launch point of the worst min-delay path is recorded as D.BCD[9]$_SDFFE_PP0P_.
- The path class of the tightest hold or removal check is reg2reg.
- The path with the worst hold slack has its endpoint at BCD[9]$_DFFE_PP_.
-- critical path, cell delays in order, from the launching register on --
cell,delay [ps]
dfxtp_1,340
inv_1,90
ha_2,740
buf_4,290
nor2b_1,50
mux2_2,250
-- where the power goes --
group          total (mW)  internal [mW]  switching (mW)  leakage [nW]
clock               0.523          0.289           0.233        0.0612
sequential          0.790          0.790               0         0.393
combinational      0.0182         0.0157         0.00243         0.574
total                1.33           1.09           0.236          1.03
-- layout make-up --
type / count / area share [%]
clock inverter: 2 / 1.19
tap: 102 / 4.35
multi-input combinational: 120 / 32.3
timing repair buffer: 32 / 10.7
clock buffer: 6 / 2.81
sequential: 51 / 46.0
inverter: 20 / 2.64
-- state kept, by name, summed over array words and instances, names as in the netlist --
signal and cells:
D.counter 4, D.BIN 13, C.pres_state 2, BCD 16, D.BCD 16
-- Yosys cell counts (3+ instances only) --
cell type | instances | area share [%]
a311oi_1 | 4 | 1.4
mux2_2 | 16 | 7.4
edfxtp_1 | 33 | 41
nand2b_1 | 4 | 1.0
a21oi_1 | 9 | 1.9
ha_1 | 18 | 9.3
inv_1 | 19 | 2.9
dfxtp_1 | 18 | 15
nor4_1 | 3 | 0.78
nand3_1 | 7 | 1.4
buf_2 | 5 | 1.0
nor2_1 | 21 | 3.3
-- how the worst max path moves through the flow --
| stage | to | slack [ps] | cells after the start | startpoint |
|---|---|---|---|---|
| CTS | D.BCD[2]$_SDFFE_PP0P_ | 900 | 5 | C.pres_state[0]$_DFF_P_ |
| global route | D.BCD[2]$_SDFFE_PP0P_ | 820 | 5 | C.pres_state[0]$_DFF_P_ |
| finish | D.BCD[2]$_SDFFE_PP0P_ | 940 | 5 | C.pres_state[0]$_DFF_P_ |
-- cell families after synthesis --
logic type,after synthesis,synth area share (%)
compound gates,34,10.6
xor+xnor,2,0.724
fa+ha+maj,18,9.31
buf+inv,28,5.02
flops,51,55.9
mux,18,8.28
simple gates,48,10.2
-- routing by layer --
| metal | part of all wire, % | GRT usage (%) | vias to the layer above |
|---|---|---|---|
| met3 | 4.5 | 1.86 | 2 |
| met2 | 46 | 15.7 | 33 |
| met4 | 0.60 | 1.04 | 0 |
| met1 | 49 | 14.6 | 726 |
| li1 | - | - | 780 |
| met5 | 0 | 0 | - |
-- through the flow --
step                      cell area, µm²  setup WS, ps  std cells
after floorplan                     2420           914        199
after global placement              2820           964        325
after detailed placement            2820           914        325
after CTS                           2940           904        333
after global routing                2940           821        333
final                               2940           940        333
No activity file was given, so power comes from the tool's default toggle rates.

==> ./design.v <==
 module DECODE_IR(input  IR,clk,
                  output reg [31:0] data,		
						output reg load ,rep ,
					   output [1:0] led);
			parameter RESET = 2'b00;
			parameter S_H   = 2'b01;
			parameter D_L   = 2'b10;
			parameter D_H   = 2'b11;
			reg [13:0] counter;
			reg [1:0]  state,next_state;
			reg rst,L_1,L_0;
			assign led = state;
			always@(posedge clk) state <= next_state;
			always@(*) begin
			rst  = 1'b0;
			L_0  = 1'b0;
			L_1  = 1'b0;
			load = 1'b0;
			rep  = 1'b0;
			case(state)
			RESET     : begin 
			            if(IR) begin 
								    if((counter > 8000) &(counter < 10000)) begin next_state = S_H; rst = 1'b1;end   
								    else   begin  next_state = RESET; load = 1'b1; rst = 1'b1;end
								    end
							else   next_state = RESET;
			            end
			S_H       : begin 
			            if(IR) begin 
							       next_state = S_H;
									 if(counter > 4400) begin load = 1'b1; next_state = RESET; end  
									 end
						   else   begin
									 if((counter > 4200)&(counter < 4900)) begin next_state = D_L; rst = 1'b1; end   
									 else if((counter > 2000)&(counter < 2600)) begin next_state = RESET; rep = 1'b1; rst = 1'b1; end  
								    else begin next_state = RESET; rst = 1'b1; end
									 end
							end
			D_L       : begin 
			            if(IR) begin 
									 if((counter > 400)&(counter < 1000)) begin next_state = D_H; rst = 1'b1; end     
									 else begin  next_state = RESET; rst = 1'b1; end
									 end
							else   next_state = D_L;
							end
			D_H       : begin 
			            if(IR) begin 
									 if(counter > 5000) begin load = 1'b1; next_state = RESET; end  
									 else next_state = D_H;
									 end
							else begin
								  if((counter > 400)&(counter < 1100)) begin L_0 = 1'b1; next_state = D_L; rst = 1'b1; end      
								  else if((counter > 1100)&(counter < 2300))begin L_1 = 1'b1; next_state = D_L; rst = 1'b1; end  
								  else begin next_state = RESET; rst = 1'b1; end
								  end
							end
		   endcase	
			end
			always@(posedge clk)
			begin 
			if(rst) counter <= 14'b0;
			else counter <= counter + 14'b000_0000_0000_0001;
			end
			always@(posedge (L_0|L_1) ) data <= {data[30:0],!L_0};
endmodule 
==> ./run.sh <==
#!/bin/bash
# OpenROAD 26Q1-2900-gdf79404cd8, Yosys 0.63+post, stock flow scripts
make -C /OpenROAD-flow-scripts/flow DESIGN_CONFIG=/design/flow/config.mk WORK_HOME=/design/flow/orfs finish
==> ./config.mk <==
export PLATFORM = sky130hd
export DESIGN_NAME = DECODE_IR
export DESIGN_NICKNAME = DECODE_IR
export VERILOG_FILES = /design/flow/design.v
export SDC_FILE = /design/flow/constraint.sdc
export NUM_CORES = 4
export LEC_CHECK = 1
export CORE_UTILIZATION = 30
==> ./constraint.sdc <==
current_design DECODE_IR

set clk_period 2.9
set clk_io_pct 0.2

create_clock -name clk0 -period $clk_period [get_ports {clk}]

set non_clock_inputs [all_inputs -no_clocks]
set_input_delay [expr $clk_period * $clk_io_pct] -clock clk0 $non_clock_inputs
set_output_delay [expr $clk_period * $clk_io_pct] -clock clk0 [all_outputs]
==> job_summary.md <==
## PnR job results

| Metric | Value |
|---|---|
| Result of the run | `finished, final reports clean` |
| Clock tree from TritonCTS | `yes` |
| Number of placed instances with taps included | `291` |
| Share of total power consumed by net switching | `0.232` |
| Global-route usage over all layers | `0.131` |
| Setup slack, reg-to-reg | `between 0.4 and 0.5 ns` |
| Remaining antenna violation count after routing | `0` |
| Crit path kind | `flop to primary output` |
| Internal | `between 0.0003 and 0.0004 W` |
| Period Utilization, post-route | `0.957` |
| Required arrival time at the worst endpoint | `about 2.3 ns` |
| Top cells by area, synth | `dfxtp_1 (54%), xor2_1 (4.4%), nor2_1 (3.8%), nand2_1 (2.3%), nand3_1 (2.2%)` |
| Buffers from clock root to sink, at most | `2` |
| Avg WL per Cell | `~13 um` |
| Total standard cell area after synthesis | `0.00178 mm2` |
| Gate count after technology mapping | `about 180` |
| Switching pwr | `approximately 0.00010 W` |
| Count of state elements after synthesis | `approximately 48` |
| Warnings from Yosys | `1` |
| Logic gate share of total power | `0.121` |
| Critical R2R Capture | `state[1]` |
| Number of DRC violations after detailed-routing iteration 0 | `83` |
| Tool warning count | `26` |
| Count of vias placed by the detailed router | `roughly 1500` |
| Slowest Stage Delay on Critical Path | `between 0.4 and 0.5 ns` |
| Synthesized area per cell | `approximately 9.8 um2` |
| Endpoints left unconstrained | `between 60 and 70` |
| Reg power frac | `0.502` |
| Ys cells | `~180` |
| Area after detailed placement | `0.00229 mm2` |
| Final Cell Area | `roughly 0.0024 mm2` |
| Critical Path End Type | `primary output` |
| Layout cells sized above 1 | `0.177` |
| Fp_density | `0.317` |
| Die boundary height | `about 79 um` |
| Global-route congestion overflow total | `0` |
| Share of synthesized registers carrying an async set or reset | `0` |
| Cell depth of the worst min-delay path | `2` |
| Peak fanout along the critical path | `3` |
| Most used standard cells in the synthesized netlist | `dfxtp_1 (48), nor2_1 (18), nand2_1 (11)` |
| Sort of element at the start of the critical path | `flop` |
| Startpoint of the lowest-slack register-to-register path | `counter[0]` |
| Count of unclocked register or latch pins | `32` |
| # port buffers | `37` |
| Relative slew slack | `0.518` |
| Classification of the worst-slack hold path | `flop to flop` |
| Total length of routed wires | `about 3.9 mm` |
| Final tally of hold violations | `0` |
| Number of cells on the worst reg-to-reg path | `8` |
| DRC Markers | `0` |
| Count of H-tree levels built during CTS | `1` |
| Yosys Chip Area | `roughly 0.0018 mm2` |
| Antenna violations before repair | `0` |
| Number of top-level pins | `38` |
| Pin count of the biggest net entering global routing | `33` |
| Wire length of the first global-routing pass | `6.57 mm` |
| Number of slew-limit violations in the final report | `0` |
| Die Width | `between 70 and 80 um` |
| Distinct cell type count of the synthesized netlist | `approximately 48` |
| Clock Skews | `around 0.0044 ns` |
| Synth top area share | `0.540` |
| Area of the core | `0.00561 mm2` |
| Count of final setup violators | `0` |
| Latest clock arrival within the worst-skew pair | `0.25 ns` |
| Filler-free cell count of the finished design | `roughly 300` |
| DPL Wire Length | `approximately 2.8 mm` |
| Worst hold path startpoint | `counter[0]` |
| Most instantiated flip-flop cell in the synthesis netlist | `dfxtp_1` |
| Fraction of the yosys area taken by sequential cells | `0.540` |
| DR pass1 iterations | `4` |
| Highest achievable clock rate | `around 360 MHz` |
| Number of cell rows | `27` |
| Sequence of cells on the critical path | `inv_1, ha_2, or3b_4, buf_6, a21oi_1, o31ai_1, and3_1, clkdlybuf4s50_1` |
| Worst-case hold path end point | `counter[0]` |
| Vias in the first global route | `roughly 1400` |
| Root buffer cell | `clkbuf_8` |
| Via density per instance | `4.88` |
| Cell with the most instances after synthesis | `dfxtp_1` |
| Data arrival time at the worst-slack endpoint | `2.19 ns` |
| Number of violations of the max-capacitance limit | `0` |
| Post-synth tally of flip-flops with integrated enable | `0` |
| Min Hold Slack | `a little over 0.5 ns` |
| Critical-path top delay cell | `clkdlybuf4s50_1` |
| GP Congestion | `around 0.97` |
| Power per unit of standard cell area | `187 mW/mm2` |
| Antenna Diode Count | `0` |
| Leading area contributor after synthesis | `dfxtp_1` |
| Growth of design area from synthesis to finish | `35.6%` |
| Die area | `0.00625 mm2` |
| Worst Max-Slew Pin Slew | `roughly 0.71 ns` |
| CTS clock-pin slew for the worst setup and hold paths | `about 0.06 ns` |
| Final critical delay including setup and external delays | `between 2 and 3 ns` |
| Share of total power in the clock network | `0.377` |
| Clock buffer count from CTS | `3` |
| Leakage power | `about 0.96 nW` |
| Maximum resistive drop on vdd | `slightly below 0.0002 V` |
[per-layer routing]
metal | wire, um | up-vias | global-route usage
met2 | 1630 | 53 | 0.202
met5 | 0 | - | 0
met4 | 27 | 0 | 0.0236
li1 | - | 735 | -
met1 | 1950 | 663 | 0.200
met3 | 254 | 4 | 0.0198
[critical path: cells and delay by family (launching register included)]
kind / cells / cell delay, ns
buf+inv: 3 / 0.62
simple gates: 2 / 0.58
flops: 1 / 0.32
compound gates: 2 / 0.26
fa+ha+maj: 1 / 0.16
[power by group through the flow]
| stage | sequential (W) | combinational [W] | clock (W) |
|---|---|---|---|
| 4_1_cts | 0.000227 | 0.0000498 | 0.000176 |
| 6_report | 0.000227 | 0.0000545 | 0.000170 |
| 5_1_grt | 0.000228 | 0.0000597 | 0.000181 |
[worst max-delay path by stage]
stage          start    to  slack (ns)  cells past startpoint
5_1_grt   counter[1]  load      -0.002                      9
6_report  counter[0]   rep        0.13                      8
4_1_cts   counter[1]  load        0.08                      9
[sequential cells by signal, indices dropped and copies added, names as in the netlist]
register	cells
counter	14
data	32
state	2
[through the flow]
stage	setup WS [ns]	util	total power, W	setup TNS (ns)
after global placement	0.0281	0.409	0.000274	0
after detailed placement	-0.00502	0.409	0.000275	-0.00502
after CTS	0.0828	0.425	0.000452	0
after global routing	-0.00205	0.431	0.000468	-0.00205
after floorplan	0.278	-	0.000256	0
final	0.126	0.431	0.000452	0
[cells in the final DEF, fill, tap and decap left out, types with 2 or more instances in the layout]
cell type	count
nand2_1	11
dfxtp_1	45
nor2b_1	2
xor2_1	9
inv_1	6
a31oi_1	2
and3_1	2
nand4_1	5
nand3_1	7
clkdlybuf4s50_1	36
nor2_1	18
o21ai_0	3
a21oi_1	6
or3_1	5
clkbuf_8	3
buf_4	17
and2_1	2
o31ai_1	2
dfxtp_2	3
nor3_1	2
or4_1	2
xnor2_1	2
a221oi_1	2
nor4_1	2
a311oi_1	2
[timing repair]
item,4_1_cts,5_1_grt
gates cloned,0,0
endpoints found under the setup margin,1,1
hold buffers,0,0
pin swaps,7,7
resized,9,4
buffers inserted,2,2
[logic make-up (layout without fill, tap and decap cells)]
family	Yosys count	count (layout)	synth area share
buf+inv	20	64	0.0471
simple gates	70	70	0.214
fa+ha+maj	2	2	0.0141
xor+xnor	11	11	0.0541
flops	48	48	0.540
compound gates	31	31	0.131
[cell type report]
cell class / count / area, um2
well taps: 72 / 90.1
repair buffers: 55 / 508
inverters: 6 / 22.5
fillers: 568 / 3190
multi-input cells: 114 / 788
flip-flops and latches: 48 / 965
clock buffers: 3 / 41.3
Power is estimated from default activity; no workload was simulated.
